===== design/flow/config.mk =====
export PLATFORM = sky130hd
export DESIGN_NAME = RISCV_Processor
export DESIGN_NICKNAME = RISCV_Processor
export VERILOG_FILES = /design/flow/design.v
export SDC_FILE = /design/flow/constraint.sdc
export NUM_CORES = 4
export LEC_CHECK = 1
export CORE_AREA = 10 10 159 159
export DIE_AREA = 0 0 169 169
export SYNTH_HDL_FRONTEND = slang

===== design/flow/constraint.sdc =====
current_design RISCV_Processor

set clk_period 7.8
set clk_io_pct 0.2

create_clock -name clk0 -period $clk_period [get_ports {clk}]

set non_clock_inputs [all_inputs -no_clocks]
set_input_delay [expr $clk_period * $clk_io_pct] -clock clk0 $non_clock_inputs
set_output_delay [expr $clk_period * $clk_io_pct] -clock clk0 [all_outputs]

===== design/flow/design.v =====
module ALU(
	output reg [31:0]result,
	output reg zero,
	input wire [31:0]a,
	input wire [31:0]b,
	input wire [2:0]sel
);
always @(*) begin
	case(sel)
	3'b000: 
		result = a + b;
	3'b001: 
		result = a - b;
	3'b101: 
		result = (a<b)? 32'h00000001 : 32'h00000000;
	3'b011:
		result = a | b;
	3'b010:
		result = a & b;
	default: 
		result = 32'bx;
	endcase
	zero = (result == 0) ? 1'b1 : 1'b0 ;
end
endmodule
module Adder(
	input [31:0] a,b,
	output [31:0] out
);
assign out = a+b;
endmodule
module Control_Unit(
	input [6:0] opcode,
	input zero, func7,
	input [2:0]func3,
	output PCSrc,ResultSrc,MemWrite,ALUSrc,RegWrite,
	output [2:0] ALUControl, 
	output [1:0] ImmSrc
);
wire Branch;
wire [1:0] ALUop;
assign PCSrc = zero & Branch;
Main_Decoder MD(
	.opcode(opcode),
	.Branch(Branch),
	.ResultSrc(ResultSrc),
	.MemWrite(MemWrite),
	.ALUSrc(ALUSrc),
	.RegWrite(RegWrite),
	.ImmSrc(ImmSrc),
	.ALUop(ALUop)
);
ALUControl ALUCon(
	.func7(func7),
	.ALUop(ALUop),
	.func3(func3),
	.ALUControl(ALUControl)
);
endmodule
module Main_Decoder(
	input [6:0] opcode,
	output reg Branch,ResultSrc,MemWrite,ALUSrc,RegWrite,
	output reg [1:0] ImmSrc,ALUop
);
reg [8:0] controls;
always@(*)begin
	{ALUSrc, ResultSrc, ImmSrc, RegWrite, MemWrite, Branch, ALUop} = controls;
end
always @(*) begin
	case(opcode)
		7'b0110011: controls = 9'b00xx10010;
		7'b0000011: controls = 9'b110010000;
		7'b0100011: controls = 9'b1x0101000;
		7'b1100011: controls = 9'b0x1000101;
		7'b0010011: controls = 9'b100010010;
		default:    controls = 9'bxxxxxxxxx;
	endcase
end
endmodule
module ALUControl(
	input func7,
	input [1:0] ALUop,
	input [2:0] func3,
	output reg [2:0] ALUControl
);
always @(*) begin
	case(ALUop)
		2'b00: ALUControl = 3'b000;
		2'b01: ALUControl = 3'b001;
		2'b10: begin
			case(func3)
				3'b000:  ALUControl = func7 ? 3'b001 : 3'b000;
				3'b010:  ALUControl = 3'b101;
				3'b110:  ALUControl = 3'b011;
				3'b111:  ALUControl = 3'b010;
				default: ALUControl = 3'bx;
			endcase
		end
		default: ALUControl = 3'bx;
	endcase
end
endmodule
module Data_Memory(
    input wire clk, MemWrite,
    input wire [31:0] Mem_Addr, Write_Data,
    output reg [31:0] Read_Data
);
reg [7:0] mem [0:63];
wire [5:0] base_addr = Mem_Addr[5:0];
initial begin
    $readmemh("DataMemory.mif", mem);
end
always @(posedge clk) begin
    if (MemWrite) begin
        mem[base_addr + 0] <= Write_Data[7:0];
        mem[base_addr + 1] <= Write_Data[15:8];
        mem[base_addr + 2] <= Write_Data[23:16];
        mem[base_addr + 3] <= Write_Data[31:24];
    end
end
always @(*) begin
    Read_Data = {mem[base_addr + 3], mem[base_addr + 2], mem[base_addr + 1], mem[base_addr + 0]};
end
endmodule
module ImmDataGen(
	input wire [31:0]instruction,
	input wire [1:0]ImmSrc,
	output reg [31:0]imm_data
);
always @(*) begin
	case(ImmSrc)
	2'b00:
		imm_data = {{20{instruction[31]}},instruction[31:20]};
	2'b01:
		imm_data = {{20{instruction[31]}},instruction[31:25],instruction[11:7]};
	2'b10:
		imm_data = {{20{instruction[31]}},instruction[7],instruction[30:25],instruction[11:8],1'b0};
	default:
		imm_data = 32'bx;
	endcase
end
endmodule
module Instruction_Memory(
	input wire [31:0] Inst_Address,
	output reg [31:0] Instruction
);
reg [7:0] ram [15:0];
initial begin
	$readmemb("InstructionMemory.mif", ram);
end
always @(*) begin
	Instruction = {ram[Inst_Address+3], ram[Inst_Address+2], ram[Inst_Address+1], ram[Inst_Address]};
end
endmodule 
module Program_Counter(
	input clk, reset,
	input [31:0] PC_In,
	output reg [31:0] PC_Out
);
always @ (posedge clk) begin
	if (reset) PC_Out <= 32'b0;
	else PC_Out <= PC_In;
end
endmodule
module RISCV_Processor(
	input clk,reset,
	output [31:0] PC, PCNext, PCPlus4, PCTarget, Instr, Result, SrcA, RD2, SrcB, ImmExt, ALUResult, ReadData,
	output PCSrc, ResultSrc, MemWrite, ALUSrc, RegWrite, zero,
	output [2:0] ALUControl,
	output [1:0] ImmSrc
);
Control_Unit CU(
	.opcode(Instr[6:0]), 
	.zero(zero),
	.func7(Instr[30]),
	.func3(Instr[14:12]),
	.PCSrc(PCSrc), 
	.ResultSrc(ResultSrc),
	.MemWrite(MemWrite),
	.ALUSrc(ALUSrc),
	.RegWrite(RegWrite),
	.ALUControl(ALUControl),
	.ImmSrc(ImmSrc)
);
Program_Counter PCounter(
	.clk(clk), 
	.reset(reset),
	.PC_In(PCNext),
	.PC_Out(PC)
);
Adder Add4(
	.a(PC),
	.b(32'd4),
	.out(PCPlus4)
);
multiplexer2x1 muxPCSrc(
	.result(PCNext),
	.sel(PCSrc),
	.a(PCPlus4),
	.b(PCTarget)
);
Instruction_Memory IM(
	.Inst_Address(PC), 
	.Instruction(Instr)
);
registerFile RF(
	.clk(clk),
	.RegWrite(RegWrite),
	.WriteData(Result),
	.rs1(Instr[19:15]),
	.rs2(Instr[24:20]),
	.rd(Instr[11:7]),
	.ReadData1(SrcA),
	.ReadData2(RD2)
);
ImmDataGen ImmExtender(
	.instruction(Instr),
	.ImmSrc(ImmSrc),
	.imm_data(ImmExt)
);
multiplexer2x1 muxALU(
	.result(SrcB),
	.sel(ALUSrc),
	.a(RD2),
	.b(ImmExt)
);
ALU alu(
	.result(ALUResult),
	.zero(zero),
	.a(SrcA),
	.b(SrcB),
	.sel(ALUControl)
);
Adder Addbranch(
	.a(PC),
	.b(ImmExt),
	.out(PCTarget)
);
Data_Memory DM(
	.clk(clk),
	.MemWrite(MemWrite),
	.Mem_Addr(ALUResult),
	.Write_Data(RD2),
	.Read_Data(ReadData)
);
multiplexer2x1 muxResult(
	.result(Result),
	.sel(ResultSrc),
	.a(ALUResult),
	.b(ReadData)
);
endmodule
module multiplexer2x1(
	output reg [31:0]result,
	input wire sel,
	input wire [31:0]a,
	input wire [31:0]b
);
always@(*) begin
	result = sel ? b : a;
end
endmodule
module registerFile(
	input wire clk,
	input wire RegWrite,
	input wire [31:0] WriteData,
	input wire [4:0] rs1, rs2, rd,
	output wire [31:0] ReadData1,
	output wire [31:0] ReadData2
);
reg [31:0] registers [31:0];
initial begin
	$readmemh("registerFile.mif", registers);
end
assign ReadData1 = (rs1 == 5'd0) ? 32'd0 : registers[rs1];
assign ReadData2 = (rs2 == 5'd0) ? 32'd0 : registers[rs2];
always @(posedge clk) begin
	if (RegWrite == 1 && rd != 0)begin
		registers[rd] <= WriteData;
	end
end
endmodule 

===== design/flow/run.sh =====
#!/bin/bash
# OpenROAD 26Q1-2900-gdf79404cd8, Yosys 0.63+post, stock flow scripts
make -C /OpenROAD-flow-scripts/flow DESIGN_CONFIG=/design/flow/config.mk WORK_HOME=/design/flow/orfs finish

==> impl_metrics.env <==
# source this file to load flow results
export IMPL_rr_startpoint="PCounter.PC_Out[10]"
export IMPL_arrival_ns=2.76
export IMPL_totalNegativeSetupSlack_ns=0
export IMPL_antennaDiodeCount=0
export IMPL_dr_pass1_iters=4
export IMPL_ys_async_sr_fraction_pct=0
export IMPL_cts_repair_resize_count=0
export IMPL_syn_area_mm2=0.004115
export IMPL_ys_types=33
export IMPL_maxCapViolCount=0
export IMPL_hp_start="PCounter.PC_Out[2]"
export IMPL_clk_path_buf_depth=2
export IMPL_hpwl_mm=10.40
export IMPL_root_buffer="clkbuf_16"
export IMPL_seq_area_frac_synth_pct=14.59
export IMPL_hold_class="register to register"
export IMPL_warnings=25
export IMPL_syn2layout_area_growth_pct=4.439
export IMPL_die_y_um=169
export IMPL_cts_tree="built"
export IMPL_r2r_cells=4
export IMPL_holdPathStages=1
export IMPL_ys_cells=518
export IMPL_clkTransAtPathRegs_ns=0.05
export IMPL_outcome="finished clean"
export IMPL_fin_skew_ns=0.005039
export IMPL_grt_max_degree=38
export IMPL_vias=2506
export IMPL_postCtsSetupBuffers=0
export IMPL_rsz0062_at_grt="false"
export IMPL_crit_path_end_kind="primary output"
export IMPL_relSlewSlack_pct=55.33
export IMPL_wl_per_cell_um=13.46
export IMPL_drtAntennaViolNets=0
export IMPL_fp_util_pct=18.86
export IMPL_core_area_mm2=0.02182
export IMPL_finalClockPeriodUsage_pct=55.34
export IMPL_powerDensity_mw_per_mm2=89.61
export IMPL_cts_hold_buffers=0
export IMPL_tightest_slew_ns=0.6639
export IMPL_r2r_end="PCounter.PC_Out[19]"
export IMPL_critPathKind="register to primary output"
export IMPL_grt_pass1_wl_mm=16.63
export IMPL_grt_remaining_overflow=0
export IMPL_power_w=0.0003851
export IMPL_synthCells=518
export IMPL_pin_count=397
export IMPL_largest_register="PCounter.PC_Out"
export IMPL_start_kind="register"
export IMPL_die_x_um=169
export IMPL_holdPathEnd="PCounter.PC_Out[2]"
export IMPL_synthFlopType="dfxtp_1"
export IMPL_io_buffers=121
export IMPL_clock_sinks=30
export IMPL_min_period_ns=4.317
export IMPL_clkLatencyLatePin_ns=0.27
export IMPL_antenna_found_initial=0
export IMPL_routed_wl_mm=11.56
export IMPL_drc=0
export IMPL_grt_pass1_vias=2832
export IMPL_ir_worst_vdd_mv=0.05749
export IMPL_drive_gt1_share_pct=3.627
export IMPL_place_congestion=0.7677
export IMPL_synth_chip_area_mm2=0.004115
export IMPL_cp_data_required_time_ns=6.24
export IMPL_r2r_slack_ns=5.69
export IMPL_finalHoldViolCount=0
export IMPL_avgViaCountPerCell=2.917
export IMPL_largest_reg_flops=30
export IMPL_reg_top3="PCounter.PC_Out (30)"
export IMPL_rows=54
export IMPL_cts_buffers=5
export IMPL_drt_iter0_drc=59
export IMPL_synth_area_per_cell_um2=7.944
export IMPL_htreeDepth=2
export IMPL_grt_use_total_pct=7.153
export IMPL_ys_seq_elements=30
export IMPL_yosysWarningCount=0
export IMPL_leakagePower_nw=2.003
export IMPL_setup_violations=0
export IMPL_fp_dieArea_mm2=0.02856
export IMPL_finalMaxSlewViolations=0
export IMPL_edf_count=0
export IMPL_fmaxAchievable_ghz=0.2317
export IMPL_cp_max_fo=9
==> worst max path at each step <==
stage / startpoint / to
finish: PCounter.PC_Out[10] / PCPlus4[19]
global route: PCounter.PC_Out[10] / PCPlus4[19]
CTS: PCounter.PC_Out[10] / PCPlus4[19]
==> Yosys cell counts, types with 2 or more instances <==
cell	count	area share (%)
o31ai_1	4	0.73
a21oi_1	7	0.85
inv_1	4	0.36
nor2b_1	22	3.3
nand3_1	13	1.6
and4_1	3	0.64
buf_2	2	0.24
or4_1	3	0.55
nor4_1	5	0.76
nor2_1	9	0.82
and3_1	6	0.91
xnor2_1	13	2.8
mux2_2	7	1.9
dfxtp_1	30	15
o21ai_0	3	0.36
nand2_1	14	1.3
clkbuf_1	3	0.27
or3_1	3	0.46
nor3_1	3	0.36
xor2_1	8	1.7
nand4_1	9	1.4
and4_2	2	0.49
buf_4	335	61
==> stage by stage <==
| stage | utilization, % | hold slack (ns) | instance area, um^2 | cells | worst slack, ns |
|---|---|---|---|---|---|
| final | 19.69 | 0.5206 | 4298 | 859 | 3.483 |
| after global routing | 19.69 | 0.5488 | 4298 | 859 | 3.218 |
| after detailed placement | 19.00 | 0.5156 | 4146 | 851 | 3.710 |
| after CTS | 19.69 | 0.5311 | 4298 | 859 | 3.362 |
| after global placement | 19.00 | 0.4937 | 4146 | 851 | 3.694 |
| after floorplan | - | 0.4599 | 5144 | 792 | 4.423 |
==> metal layers <==
metal | global-route usage [%] | wire length, um | vias to the layer above
met3 | 2.727 | 1183 | 11
li1 | - | - | 1165
met2 | 13.16 | 6014 | 196
met5 | 0 | 0 | -
met4 | 0.7129 | 105 | 0
met1 | 7.844 | 4257 | 1134
==> layout make-up <==
type                    count  area (um^2)
inverters                   4        15.01
well taps                 280        350.3
multi-input cells         415         1962
fillers                  2420        17530
clock buffers               6        138.9
flip-flops and latches     30        600.6
clock inverters             2        12.51
repair buffers            122         1219
==> critical path, cell delays in order, from the launching register on <==
cell,delay [ns]
dfxtp_1,0.54
nand3_1,0.29
nor3_1,0.62
nand2_1,0.24
xnor2_1,0.27
clkdlybuf4s50_1,0.53
==> power by group <==
part           switching [W]  internal, W  leakage [nW]
Sequential        0.00000226     0.000155         0.242
Clock              0.0000702     0.000126        0.0729
Combinational      0.0000190    0.0000129          1.69
Total              0.0000914     0.000294          2.00
==> layout by cell type, fill, tap and decap left out, drive strengths merged <==
master,n
nor2,9
nand2,14
inv,4
or3,3
a21oi,7
clkbuf,6
nor4,5
ha,1
xnor2,13
conb,275
dfxtp,30
and4,5
or4,4
mux2,7
buf,1
and2,1
clkinvlp,1
o31ai,4
clkinv,1
nand3,14
nor3,3
nand4,10
clkdlybuf4s50,121
xor2,8
nand4b,1
and3,6
nor2b,22
o21ai,3
==> kinds of logic (layout without fill, tap and decap cells) <==
logic type / after synthesis / after routing / share of synthesized area [%]
compound gates: 14 / 14 / 1.946
xor+xnor: 21 / 21 / 4.470
fa+ha+maj: 1 / 1 / 0.3040
mux: 7 / 7 / 1.916
buf+inv: 347 / 134 / 62.72
other cells: 1 / 275 / 0.09113
flops: 30 / 30 / 14.59
simple gates: 97 / 97 / 13.96
Power figures rest on the tool's default switching activity, not on a simulated workload.
